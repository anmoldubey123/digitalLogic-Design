==> flow/design.v <==
`timescale 1ns / 1ps
module clk_div_disp(
    input clk,
    input reset,
    output slow_clk
    );
    reg [24:0] COUNT;
    assign slow_clk = COUNT[24];
    always @(posedge clk)
    begin
    if(reset)
        COUNT = 0;
    else 
        COUNT = COUNT + 1;
    end
endmodule
`timescale 1ns / 1ps
module hexto7segment(
    input[3:0] x,
    output reg[6:0]r
    );
    always @(*)
        case (x)
            4'b0000 : r = 7'b0000001;
            4'b0001 : r = 7'b1001111;
            4'b0010 : r = 7'b0010010;
            4'b0011 : r = 7'b0000110;
            4'b0100 : r = 7'b1001100;
            4'b0101 : r = 7'b0100100;
            4'b0110 : r = 7'b0100000;
            4'b0111 : r = 7'b0001111;
            4'b1000 : r = 7'b0000000;
            4'b1001 : r = 7'b0000100;
            4'b1010 : r = 7'b0001000;
            4'b1011 : r = 7'b1100000;
            4'b1100 : r = 7'b0110001;
            4'b1101 : r = 7'b1000010;
            4'b1110 : r = 7'b0110000;
            4'b1111 : r = 7'b0111000;
         endcase
endmodule
`timescale 1ns / 1ps
module time_multiplexing_main(
    input clk,
    input reset,
    input [15:0] sw,
    output [3:0] an,
    output [6:0] sseg
    );
    wire [6:0] in0, in1, in2, in3;
    wire slow_clk;
    hexto7segment c1 (.x(sw[3:0]), .r(in0));
    hexto7segment c2 (.x(sw[7:4]), .r(in1));
    hexto7segment c3 (.x(sw[11:8]), .r(in2));
    hexto7segment c4 (.x(sw[15:12]), .r(in3));
    clk_div_disp c5 (.clk(clk), .reset(reset), .slow_clk(slow_clk));
    time_mux_state_machine c6(
        .clk (slow_clk),
        .reset (reset),
        .in0 (in0),
        .in1 (in1),
        .in2 (in2),
        .in3 (in3),
        .an (an),
        .sseg (sseg)
    );
endmodule
`timescale 1ns / 1ps
module time_mux_state_machine(
    input clk,
    input reset,
    input [6:0] in0,
    input [6:0] in1,
    input [6:0] in2, 
    input [6:0] in3,
    output reg [3:0] an,
    output reg [6:0] sseg
    );
    reg[1:0] state;
    reg [1:0] next_state;
    always @(*) begin
        case(state)      
            2'b00: next_state = 2'b01;
            2'b01: next_state = 2'b10;
            2'b10: next_state = 2'b11;
            2'b11: next_state = 2'b00;
            endcase
         end
         always @(*) begin
            case (state)     
                2'b00 : sseg = in0;
                2'b01 : sseg = in1;
                2'b10:  sseg = in2;
                2'b11:  sseg = in3;
            endcase
            case (state)     
                2'b00 : an = 4'b1110;
                2'b01 : an = 4'b1101;
                2'b10 : an = 4'b1011;
                2'b11 : an = 4'b0111;
            endcase 
        end
        always @(posedge clk or posedge reset) begin
            if(reset)
                state <= 2'b00;
            else 
                state <= next_state;
         end
endmodule
==> flow/run.sh <==
#!/bin/bash
# OpenROAD 26Q1-2900-gdf79404cd8, Yosys 0.63+post, stock flow scripts
make -C /OpenROAD-flow-scripts/flow DESIGN_CONFIG=/design/flow/config.mk WORK_HOME=/design/flow/orfs finish
==> flow/config.mk <==
export PLATFORM = sky130hd
export DESIGN_NAME = time_multiplexing_main
export DESIGN_NICKNAME = time_multiplexing_main
export VERILOG_FILES = /design/flow/design.v
export SDC_FILE = /design/flow/constraint.sdc
export NUM_CORES = 4
export LEC_CHECK = 1
export CORE_UTILIZATION = 30
==> flow/constraint.sdc <==
current_design time_multiplexing_main

set clk_period 4.1
set clk_io_pct 0.2

create_clock -name clk0 -period $clk_period [get_ports {clk}]

set non_clock_inputs [all_inputs -no_clocks]
set_input_delay [expr $clk_period * $clk_io_pct] -clock clk0 $non_clock_inputs
set_output_delay [expr $clk_period * $clk_io_pct] -clock clk0 [all_outputs]
==> results.py <==
# Flow results
metrics = {
    "final_timing": {
        "setup_viol": 0,
        "clock_skew_ns": 0.0105,
        "rsz0062_at_grt": "no",
        "setup_slack_ns": 0.268,
        "fmax_mhz": 261,
        "fin_crit_sh": 0.935,
        "min_period_ns": 3.83,
        "unconstrained_endpoints": 8,
        "finalHoldViolCount": 0,
        "unclocked_regs": 4,
        "worstMarginPinSlew_ns": 0.542,
        "tns_ns": 0,
        "slew_headroom": 0.637,
        "drv_slew": 0,
    },
    "finish": {
        "area_delta_synth_final_pct": 16.8,
        "fin_area_mm2": 0.00280,
        "stdcell_count": 422,
        "n_fill_cell": 797,
        "final_layout_size_suffix_gt1_frac": 0.0594,
    },
    "worst_setup_path": {
        "cp_slowest_cell": "clkdlybuf4s50_1",
        "worstSetupPathType": "in2out",
        "reg2regPathDepth": 4,
        "arrival_ns": 3.01,
        "cp_max_fo": 5,
        "required_ns": 3.28,
        "startpoint": "sw[5]",
        "end_kind": "primary output",
        "cp_cell_sequence": "clkdlybuf4s50_1 > inv_1 > ha_1 > inv_1 > mux4_2 > a22oi_1 > nand3_1 > clkdlybuf4s50_1",
        "critPathLaunchType": "primary input",
        "r2r_start": "c5.COUNT[3]",
        "cpPeakStageDelay_ns": 0.55,
    },
    "power_and_ir_drop": {
        "pwr_density_cell_mw_per_mm2": 185,
        "pwr-share-seq": 0.479,
        "swShare": 0.274,
        "internal_power_w": 0.000376,
        "clkPwrFrac": 0.281,
        "ir_drop_mv": 0.244,
        "power.switching_w": 0.000142,
        "combPwrFrac": 0.241,
        "leakagePower_nw": 1.07,
    },
    "synth": {
        "yosysUniqueCellTypes": 44,
        "yosys_most_used_dff": "dfxtp_1",
        "most_common_cell": "ha_1",
        "edf_count": 0,
        "syn_avg_cell_area_um2": 7.93,
        "ys_seq_frac": 0.251,
        "area_leaders": "dfxtp_1, ha_1, a21oi_1",
        "ys_chip_area_mm2": 0.00240,
        "netlist_area_mm2": 0.00240,
        "syn_inst": 302,
        "ys_async_sr_fraction": 0.138,
        "ys_ff": 29,
        "top_cell_area_share": 0.209,
        "yosys_warnings": 3,
        "yosys_cells": 302,
        "yosysTopAreaCell": "dfxtp_1",
        "ys_top_cells_by_count": "ha_1, dfxtp_1, a21oi_1, nor2_1",
    },
    "placement": {
        "dp.cells": 418,
        "dpl.hpwl_um": 3730,
        "place_area_mm2": 0.00275,
        "dp_slack_ns": 0.260,
        "portBuffers": 28,
        "gp_congestion": 0.907,
    },
    "worst_hold_path": {
        "holdPathStages": 2,
        "hold_class": "reg2reg",
        "hp-start": "c5.COUNT[23]",
    },
    "route": {
        "ant_nets": 0,
        "vias": 2070,
        "drt-total-wl_um": 4850,
        "drt-pass1-iter-count": 4,
        "viasPerCell": 4.91,
        "wl_per_cell_um": 11.5,
        "drtIter0Drc": 66,
        "diodes": 0,
        "route.top_layer_used": "met4",
        "met2_length_um": 2240,
        "dr_wl_met3_um": 126,
        "wl_met1_um": 2430,
        "drcViolationCount": 0,
    },
    "clocking": {
        "cts_tree": "done",
        "insertion_delay_ns": 0.27,
        "htree_levels": 1,
        "cts_buffers": 3,
        "post_cts_buffers": 0,
        "cts_root_buf": "clkbuf_8",
        "cts_buffer_depth": 2,
        "clk_pin_slew_worst_paths_ns": 0.09,
        "postCtsResizedCells": 0,
        "postCtsHoldBufs": 0,
    },
    "floorplan": {
        "io_pins": 29,
        "coreArea_mm2": 0.00773,
        "fp_util": 0.310,
        "die_h_um": 91.4,
        "die-area_mm2": 0.00835,
        "rows": 32,
        "die_x_um": 91.4,
    },
    "global_route": {
        "grt_max_degree": 20,
        "grt_overflow": 0,
        "antenna_found_initial": 0,
        "grt_pass1_vias": 1840,
        "gr-usage-all-layers": 0.116,
        "grt_pass1_wl_um": 8110,
    },
    "run": {
        "maxCapViolCount": 0,
        "openroad.warnings": 48,
    },
    "run_status": {
        "status": "finished clean",
    },
}
-- worst paths after layout --
kind              slack [ns]           end
hold reg to reg         0.49  c5.COUNT[23]
setup / recovery        0.27       sseg[3]
hold / removal          0.49  c5.COUNT[23]
setup reg to reg        1.97  c5.COUNT[23]
-- worst max-delay path, delay by kind of cell --
kind | cells | cell delay [ns]
buffers and inverters | 4 | 1.11
AOI/OAI and AO/OA | 1 | 0.20
and+or+nand+nor | 1 | 0.11
muxes | 1 | 0.46
adders and majority gates | 1 | 0.31
-- flip-flops by register name, indices dropped and copies added, names as in the netlist --
name and count:
c5.COUNT 25, c6.state 4
-- power groups by stage --
stage,sequential [W],clock [W],combinational [W]
finish,0.000248,0.000145,0.000125
global route,0.000248,0.000158,0.000140
CTS,0.000248,0.000151,0.000126
-- kinds of logic after synthesis --
logic type / share of synthesized area
AND-OR/OR-AND: 0.163
XOR/XNOR: 0.0402
adder cells (fa/ha/maj): 0.146
buffers and inverters: 0.0637
flip-flops: 0.251
multiplexers: 0.0747
AND/OR/NAND/NOR: 0.261
-- cell usage in the layout (no fill, tap or decap), drive strengths merged, types with 2 or more instances in the layout --
cell	n
or4	4
clkbuf	3
nand4	7
dfxtp	25
mux2i	10
o211ai	6
nor3	9
a32oi	3
ha	28
o21ai	21
nand2b	13
nor4	4
o31ai	2
dfrtp	3
a22oi	2
a21oi	23
buf	3
nor2	23
clkdlybuf4s50	28
inv	21
nor3b	3
mux4	2
o2111ai	2
or3	13
a31oi	2
nand3	17
mux2	3
nand2	18
xnor2	10
-- stage by stage --
stage	utilization	hold WS (ns)	power [W]
finish	0.362	0.488	0.000518
floorplan	-	0.440	0.000330
detailed placement	0.356	0.475	0.000379
CTS	0.362	0.491	0.000524
global route	0.362	0.501	0.000546
global placement	0.356	0.457	0.000378
-- routing by layer --
layer | global-route usage | vias up
li1 | - | 1111
met1 | 0.164 | 924
met2 | 0.202 | 29
met3 | 0.00765 | 6
met4 | 0.0172 | 0
met5 | 0 | -
-- area by class of cell --
class	count	area, µm²	area share
multi-input combinational	235	1640	0.586
clock buffer	3	41.3	0.0148
tap	102	128	0.0456
inverter	21	78.8	0.0282
sequential	29	602	0.215
clock inverter	1	5.00	0.00179
timing repair buffer	31	303	0.108
Power and IR drop assume default switching activity.
