**./design.v**
```verilog
`timescale 1ns / 1ps
module controller(
    input startStopButton,
          resetButton,
          clk,
    output reg reset, cnt
    );
    parameter s0 = 3'b000,      
              s1 = 3'b001,      
              s2 = 3'b010,      
              s3 = 3'b011,      
              s4 = 3'b100,      
              s5 = 3'b101,      
              s6 = 3'b110,      
              s7 = 3'b111;      
    reg [2:0] state;
    reg [2:0] nextState;
    always @ (posedge clk or posedge resetButton) begin
        if (resetButton)
            state <= s0;
        else
            state <= nextState; 
    end
    always @ (*) begin
        case (state)
            s0: begin
                reset = 1;
                cnt = 0;
                if (startStopButton)
                    nextState = s1;
                else
                    nextState = s0;
            end
            s1: begin
                reset = 0;
                cnt = 0;
                if (!startStopButton)
                    nextState = s2;
                else
                    nextState = s1;
            end
            s2: begin
                reset = 0;
                cnt = 1;
                if (startStopButton)
                    nextState = s3;
                else
                    nextState = s2;
            end
            s3: begin
                reset = 0;
                cnt = 0;
                if (!startStopButton)
                    nextState = s4;
                else
                    nextState = s3;
            end
            s4: begin
                reset = 0;
                cnt = 0;
                if (startStopButton)
                    nextState = s5;
                else
                    nextState = s4;
            end
            s5: begin
                reset = 0;
                cnt = 0;
                if (!startStopButton)
                    nextState = s2;
                else
                    nextState = s5;
            end
            default: begin
                reset = 0;
                cnt = 0;
                nextState = s0; 
            end
        endcase
    end
endmodule
`timescale 1ns / 1ps
module displayClk(
    input clk,
    output displayClk
    );
    reg [13:0] count = 0;
    assign displayClk = count[13];
    always @ (posedge clk)
            count <= count + 1;
endmodule
`timescale 1ns / 1ps
module displayFourDigits(
    input clk,
    input [27:0] in_seg,
    output reg [6:0] out_seg,
    output reg dp,
    output reg [3:0] an
    );
    reg [1:0] index = 0;
    always @ (posedge clk) begin
        dp <= 1;
        case (index)
            2'd0: begin
                out_seg <= in_seg[6:0];
                an <= 4'b1110;
            end
            2'd1: begin
                out_seg <= in_seg[13:7];
                an <= 4'b1101;
            end
            2'd2: begin
                out_seg <= in_seg[20:14];
                dp <= 0;
                an <= 4'b1011;
            end
            2'd3: begin
                out_seg <= in_seg[27:21];
                an <= 4'b0111;
            end
        endcase
        index <= index + 1;
    end
endmodule
`timescale 1ns / 1ps
module msClk(
    input clk,
    output msClk
    );
    reg [19:0] count = 0;
    assign msClk = count[19];
    always @ (posedge clk)
            count <= count + 1;
endmodule
`timescale 1ns / 1ps
module numToSeg_4b(
    input [3:0] num,
    output reg [6:0] sseg
    );
    always @ (*) begin
        case (num)
            4'd0 : sseg = 7'b0000001;
            4'd1 : sseg = 7'b1001111;
            4'd2 : sseg = 7'b0010010;
            4'd3 : sseg = 7'b0000110;
            4'd4 : sseg = 7'b1001100;
            4'd5 : sseg = 7'b0100100;
            4'd6 : sseg = 7'b0100000;
            4'd7 : sseg = 7'b0001111;
            4'd8 : sseg = 7'b0000000;
            4'd9 : sseg = 7'b0000100;
            default : sseg = 7'b1111111;
        endcase
    end
endmodule
`timescale 1ns / 1ps
module stopwatchTimer(
    input clk,
          reset,
          cnt,
    input [1:0] mode,
    input [3:0] dig3_load,
                dig2_load,
    output reg [3:0] dig3,
                     dig2,
                     dig1,
                     dig0
    );
    reg [3:0] terminalCount;
    reg [3:0] rollOver;
    reg [3:0] increment;
    always @ (posedge clk) begin
        if (reset) begin
            case (mode)
                2'd0: begin
                    dig3 <= 4'd0;
                    dig2 <= 4'd0;
                    dig1 <= 4'd0;
                    dig0 <= 4'd0;
                    terminalCount <= 9;
                    rollOver <= 0;
                    increment <= 1;
                end
                2'd1: begin
                    dig3 <= dig3_load;
                    dig2 <= dig2_load;
                    dig1 <= 4'd0;
                    dig0 <= 4'd0;
                    terminalCount <= 9;
                    rollOver <= 0;
                    increment <= 1;
                end
                2'd2: begin
                    dig3 <= 4'd9;
                    dig2 <= 4'd9;
                    dig1 <= 4'd9;
                    dig0 <= 4'd9;
                    terminalCount <= 0;
                    rollOver <= 9;
                    increment <= -1;
                end
                2'd3: begin
                    dig3 <= dig3_load;
                    dig2 <= dig2_load;
                    dig1 <= 4'd0;
                    dig0 <= 4'd0;
                    terminalCount <= 0;
                    rollOver <= 9;
                    increment <= -1;
                end
            endcase
        end
        else if (cnt) begin
            if (dig0 == terminalCount) begin
                dig0 <= rollOver;
                if (dig1 == terminalCount) begin
                    dig1 <= rollOver;
                    if (dig2 == terminalCount) begin
                        dig2 <= rollOver;
                        if (dig3 == terminalCount) begin
                            increment <= 0;
                        end
                        else begin
                            dig3 <= dig3 + increment;
                        end
                    end
                    else begin
                        dig2 <= dig2 + increment;
                    end
                end
                else begin
                    dig1 <= dig1 + increment;
                end
            end
            else begin
                dig0 <= dig0 + increment;
            end
        end
    end
endmodule
`timescale 1ns / 1ps
module stopwatchTimerMain(
    input startStopButton, resetButton, clk,
    input [1:0] mode,
    input [3:0] dig3_load,
                dig2_load,
    output [6:0] out_seg,
    output [3:0] an,
    output dp
    );
    wire msClk;
    msClk msClkDiv (.clk(clk),
                    .msClk(msClk));
    wire [3:0] dig3,
               dig2,
               dig1,
               dig0;
    wire reset,
         cnt;
    controller ctrl (.startStopButton(startStopButton),
                     .resetButton(resetButton),
                     .clk(msClk),
                     .reset(reset),
                     .cnt(cnt));
    stopwatchTimer u1 (.clk(msClk),
                           .reset(reset),
                           .cnt(cnt),
                           .mode(mode),
                           .dig3_load(dig3_load),
                           .dig2_load(dig2_load),
                           .dig3(dig3),
                           .dig2(dig2),
                           .dig1(dig1),
                           .dig0(dig0));
    wire [6:0] dig3_seg,
               dig2_seg,
               dig1_seg,
               dig0_seg;
    numToSeg_4b dig3_segConv (.num(dig3), .sseg(dig3_seg)),
                dig2_segConv (.num(dig2), .sseg(dig2_seg)),
                dig1_segConv (.num(dig1), .sseg(dig1_seg)),
                dig0_segConv (.num(dig0), .sseg(dig0_seg));
    wire displayClk;
    displayClk displayClkDiv (.clk(clk),
                              .displayClk(displayClk));
    displayFourDigits disp (.clk(displayClk),
                            .in_seg({dig3_seg, dig2_seg, dig1_seg, dig0_seg}),
                            .out_seg(out_seg),
                            .dp(dp),
                            .an(an));
endmodule
```
**./config.mk**
```make
export PLATFORM = sky130hd
export DESIGN_NAME = stopwatchTimerMain
export DESIGN_NICKNAME = stopwatchTimerMain
export VERILOG_FILES = /design/flow/design.v
export SDC_FILE = /design/flow/constraint.sdc
export NUM_CORES = 4
export LEC_CHECK = 1
export CORE_UTILIZATION = 30
```
**./run.sh**
```bash
#!/bin/bash
# OpenROAD 26Q1-2900-gdf79404cd8, Yosys 0.63+post, stock flow scripts
make -C /OpenROAD-flow-scripts/flow DESIGN_CONFIG=/design/flow/config.mk WORK_HOME=/design/flow/orfs finish
```
**./constraint.sdc**
```tcl
current_design stopwatchTimerMain

set clk_period 3.7
set clk_io_pct 0.2

create_clock -name clk0 -period $clk_period [get_ports {clk}]

set non_clock_inputs [all_inputs -no_clocks]
set_input_delay [expr $clk_period * $clk_io_pct] -clock clk0 $non_clock_inputs
set_output_delay [expr $clk_period * $clk_io_pct] -clock clk0 [all_outputs]
```
==> reports/qor.yml <==
crit_path_max_incr_delay_ns: 0.52
rrSetupSlack_ns: 1.88
drt_iter0_markers: 230
fin_tns_setup_ns: 0
clock_skew_ns: 0.00247
core_sq_um: 16800
worstPathArrival_ns: 1.96
cts_tree: "done"
leakage_nw: 2.30
peakVddDrop_v: 0.000375
synth_area_leader_cell: "dfxtp_1"
dieWidth_um: 133
p_total_w: 0.000787
die-area_sq_um: 17800
relSlewSlack_pct: 40.1
grt_max_degree: 56
worstSkewPairLatency_ns: 0.27
rsz0062_at_grt: "false"
viasPerCell: 4.77
setup_viol: 0
yosysUniqueCellTypes: 65
end_kind: "flip-flop"
drive_gt1_share_pct: 5.12
first_pass_iters: 5
post-cts-setup-buffers: 0
htree_levels: 2
ys_chip_area_sq_um: 5190
async_reset_ff_share_pct: 5.94
warnings: 48
postSynthSeqShare_pct: 43.4
untimed_endpoints: 99
yosys_cells: 514
vias: 3565
unclocked_regs: 67
clk_pin_slew_ns: 0.05
ios: 25
yosys_warnings: 6
wire_per_inst_um: 12.7
mux_area_share_pct: 6.25
crit_chain: "nand3_1 > nor2_1 > nand2_1 > nor3_1 > nand3_1 > xnor2_1"
cp_common_cell: "nand3_1"
powerDensity_nw_per_um2: 136
synth_adder_area_share_pct: 11.7
antenna_cells: 0
synth_area_per_cell_sq_um: 10.1
synthCells: 514
antenna_found_initial: 0
synthFlopType: "dfxtp_1"
hold_violations: 0
slew_viol_final: 0
rows: 47
grt_pass1_vias: 3560
holdCritPathClass: "reg -> reg"
aoi_share_pct: 12.7
cts_hold_buf: 0
floorplan.core_util_pct: 31.0
xor_area_share_pct: 7.43
crit_type: "reg -> reg"
synth.cellmix.simpleShare_pct: 14.1
area.growth.synth_to_final_pct: 11.2
timing.final.crit_share_pct: 49.2
cts_root_buf: "clkbuf_16"
start_kind: "flip-flop"
port_buffers: 24
track_usage_pct: 11.5
top_logic_kind: "simple AND/OR/NAND/NOR gates"
routed_wl_um: 9500
synth_area_sq_um: 5190
overflow: 0
ys_ff: 101
hpwlAfterDp_um: 7310
yosysTopAreaCellShare_pct: 28.9
synth.area.top_cells: "dfxtp_1 29%, edfxtp_1 12%, ha_1 10%"
cp_slowest_cell: "nor3_1"
cts_buffer_depth: 2
cts_repair_resize_count: 0
grt_pass1_wl_um: 16600
edf_count: 20
crit_required_ns: 3.85
outcome: "complete, no violations"
numCtsBuffers: 5
worst_slew_pin_slew_ns: 0.874
postRouteAntennaNets: 0
period_needed_ns: 1.82
crit_fanout: 5
die_y_um: 133
drc: 0
gp_congestion: 0.830
cap_violations: 0
max_clock_freq_ghz: 0.550
## metrics by stage
step                hold slack [ns]  cells  util [%]  area, sq um  setup slack, ns
global placement              0.393    739      33.5         5620             1.99
global route                  0.447    747      34.4         5770             1.73
detailed placement            0.408    739      33.5         5620             1.94
floorplan                     0.383    514         -         5190             2.14
finish                        0.416    747      34.4         5770             1.88
CTS                           0.420    747      34.4         5770             1.90
## flip-flops by register name, indices dropped and copies added, names as in the netlist
| name | cells |
|---|---|
| dig2_seg | 7 |
| dig0_seg | 7 |
| disp.index | 2 |
| u1.rollOver | 1 |
| disp.an | 4 |
| disp.out_seg | 7 |
| ctrl.state | 6 |
| u1.dig3 | 4 |
| dig3_seg | 7 |
| u1.dig1 | 4 |
| u1.terminalCount | 1 |
| msClkDiv.count | 20 |
| u1.dig0 | 4 |
| u1.dig2 | 4 |
| displayClkDiv.count | 14 |
| dig1_seg | 7 |
| u1.increment | 2 |
## cell usage after synthesis (4+ instances only)
cell,count
dfxtp_1,75
ha_1,42
inv_1,35
xnor2_1,33
nand2_1,32
nor2_1,30
a21oi_1,27
nand3_1,25
mux2i_1,22
edfxtp_1,20
and3_1,13
clkbuf_1,13
o21ai_0,11
xor2_1,11
nor3_1,9
a222oi_1,7
nor4_1,7
a21o_1,5
and2_1,5
dfrtp_1,5
a211oi_1,4
buf_2,4
fa_1,4
mux2_2,4
nand2b_1,4
o21a_1,4
or2_2,4
or3_1,4
## cells in the final DEF (no fill, tap or decap), types with 3 or more instances in the layout
cell and instances:
xor2_1 11, dfrtp_1 5, a211oi_1 4, inv_1 35
or3_1 4, edfxtp_1 20, nor2_1 30, o31ai_1 3
mux2_2 4, a21oi_1 27, mux2i_1 22, nor3_1 9
o21a_1 4, and2_1 5, a22oi_1 3, nand4_1 3
fa_1 4, and3_1 13, nor4_1 7, o21ai_0 11
nand2b_1 4, nor2b_1 3, nand3_1 25, clkbuf_16 5
a21o_1 5, nor4b_1 3, nand2_1 32, a222oi_1 7
dfxtp_1 75, or2_2 4, xnor2_1 33, ha_1 42
clkdlybuf4s50_1 24
## cell type report
| class | count | area (sq um) |
|---|---|---|
| repair buffers | 26 | 255 |
| clock buffers | 7 | 143 |
| inverters | 36 | 135 |
| clock inverters | 1 | 5.00 |
| flip-flops and latches | 101 | 2250 |
| well taps | 220 | 275 |
| fillers | 1631 | 11000 |
| multi-input cells | 356 | 2700 |
## power by group
part / total, W / switching [W] / internal (W)
logic: 0.0000221 / 0.00000868 / 0.0000134
clock network: 0.000398 / 0.000132 / 0.000266
registers: 0.000367 / 0 / 0.000367
## worst paths after layout
kind / to / start / depth (start not counted)
setup / recovery: msClkDiv.count[19] / msClkDiv.count[2] / 6
hold / removal: msClkDiv.count[0] / msClkDiv.count[0] / 1
hold reg to reg: msClkDiv.count[0] / msClkDiv.count[0] / 1
setup reg to reg: msClkDiv.count[19] / msClkDiv.count[2] / 6
## worst max-delay path, delay by kind of cell (launching register included)
family | cells | cell delay, ns
DFF | 1 | 0.39
and+or+nand+nor | 5 | 1.15
xor gates and xnor gates | 1 | 0.15
## cell families after synthesis
family          Yosys count
xor+xnor                 44
fa+ha+maj                46
simple gates            146
buf+inv                  57
compound gates           91
mux                      29
flops                   101
## layer usage
| layer | vias to the layer above | global-route usage, % | routed length [um] |
|---|---|---|---|
| met2 | 46 | 19.3 | 4650 |
| met1 | 1673 | 16.4 | 4480 |
| li1 | 1836 | - | - |
| met5 | - | 0 | 0 |
| met3 | 10 | 2.10 | 299 |
| met4 | 0 | 1.01 | 75 |
Power figures rest on the tool's default switching activity, not on a simulated workload.
