$ cat ./design.v
`timescale 1ns / 1ps
module display(
    input w,x,y,z,
    output a,b,c,d,e,f,g, an0, an1, an2, an3
    );
    wire notw, notx, noty, notz;
    not n1(notw, w);
    not n2(notx, x);
    not n3(noty, y);
    not n4(notz, z);
    assign an3 = 1;
    assign an2 = 1;
    assign an1 = 1;
    assign an0 = 0;
    and invalidInput1(invalid1, w, x); 
    and invalidInput2(invalid2, w, y);
    or invalidOutput(invalid, invalid1, invalid2);
    and a1(w1, w, x);
    and a2(w2, w, y);
    and a3(w3, x, noty, notz);
    and a4(w4, notw, notx, noty, z);
    or out1Pre(aPre, w1, w2, w3, w4); 
    or out1(a, aPre, invalid);
    and a5(w5, w, x);
    and a6(w6, w, y);
    and a7(w7, x, noty, z);
    and a8(w8, x, y, notz);
    or out2Pre(bPre, w5, w6, w7, w8);
    or out2(b, bPre, invalid);
    and a9(w9, w, x);
    and a10(w10, w, y);
    and a11(w11, notx, y, notz);
    or out3Pre(cPre, w9, w10, w11);
    or out3(c, cPre, invalid);
    and a12(w12, w, x);
    and a13(w13, w, y);
    and a14(w14, x, noty, notz);
    and a15(w15, x, y, z);
    and a16(w16, notw, notx, noty, z);
    or out4Pre(dPre, w12, w13, w14, w15, w16);
    or out4(d,dPre, invalid);
    and a17(w17, x, noty);
    and a18(w18, w, y);
    or out5Pre(ePre, w17, w18, z);
    or out5(e, ePre, invalid);
    and a19(w19, w, x);
    and a20(w20, notx, y);
    and a21(w21, y, z);
    and a22(w22, notw, notx, z);
    or out6Pre(fPre, w19, w20, w21, w22);
    or out6(f, fPre, invalid);
    and a23(w23, w, x);
    and a24(w24, w, y);
    and a25(w25, x, y, z);
    and a26(w26, notw, notx, noty);
    or out7Pre(gPre, w23, w24, w25, w26);
    or out7(g, gPre, invalid);
endmodule
$ cat ./run.sh
#!/bin/bash
# OpenROAD 26Q1-2900-gdf79404cd8, Yosys 0.63+post, stock flow scripts
make -C /OpenROAD-flow-scripts/flow DESIGN_CONFIG=/design/flow/config.mk WORK_HOME=/design/flow/orfs finish
$ cat ./config.mk
export PLATFORM = sky130hd
export DESIGN_NAME = display
export DESIGN_NICKNAME = display
export VERILOG_FILES = /design/flow/design.v
export SDC_FILE = /design/flow/constraint.sdc
export NUM_CORES = 4
export LEC_CHECK = 1
export CORE_AREA = 10 10 70 70
export DIE_AREA = 0 0 80 80
$ cat ./constraint.sdc
current_design display

set clk_period 1.9
set clk_io_pct 0.2

create_clock -name clk0 -period $clk_period

set non_clock_inputs [all_inputs -no_clocks]
set_input_delay [expr $clk_period * $clk_io_pct] -clock clk0 $non_clock_inputs
set_output_delay [expr $clk_period * $clk_io_pct] -clock clk0 [all_outputs]
==> flow.log <==
[flow] final metrics
INFO  metric drt_iter0_markers = 10
INFO  metric ff_latch_area = 0 sq um
INFO  metric critical_path_class = in2out
INFO  metric rows = 21
INFO  metric post_layout_nonfiller_instances = between 90 and 100
INFO  metric dr_total_vias = 242
INFO  metric die_y = 80 um
INFO  metric cellPowerDensity = 198 nW/um^2
INFO  metric routed_wirelength = 645 um
INFO  metric fin_crit_sh = 0.968
INFO  metric antenna_cells_inserted = 0
INFO  metric via_per_inst = 2.63
INFO  metric final-setup-viol-count = 0
INFO  metric run_status = finished clean
INFO  metric gr-total-overflow = 0
INFO  metric via_count_of_the_first_global_routing_pass = 229
INFO  metric gpl.final_weighted_congestion = 0.754
INFO  metric timing.hold.ws = 1.21 ns
INFO  metric hold_buffers = 0
INFO  metric postSynthSeqShare = 0
INFO  metric worst-endpoint-required = 1.52 ns
INFO  metric remaining_drc_errors = 0
INFO  metric grt_antenna_before_repair = 0
INFO  metric synthesis.area = 183 sq um
INFO  metric detail_route.wl_per_cell = 7.01 um
INFO  metric worst_path_largest_cell_delay = 0.41 ns
INFO  metric global_route.usage.total = 0.0180
INFO  metric total_count_of_hold_check_failures_in_the_final_report = 0
INFO  metric cp_max_fo = 10
INFO  metric yosysWarningCount = 36
INFO  metric cp_cell_sequence = clkdlybuf4s15_2 > buf_4 > a211o_1 > clkdlybuf4s50_1
INFO  metric grt_start_max_net_pins = 11
INFO  metric drv_slew = 0
INFO  metric core_util_floorplan = 0.0535
INFO  metric yosysCellCount = 30
INFO  metric number_of_warning_messages_in_the_logs = 32
INFO  metric port-buffer-count = 11
INFO  metric hold_path.class = in2out
INFO  metric area.growth.synth_to_final = 114%
INFO  metric period_minus_slack = ~1.8 ns
INFO  metric die-area = 6400 sq um
INFO  metric drv.max_cap_violation_count = 0
INFO  metric timing.critical_path.slowest_stage_cell = sky130_fd_sc_hd__clkdlybuf4s50_1
INFO  metric vdd_ir_drop_max = 0.0250 mV
INFO  metric ios = 15
INFO  metric ys_types = 20
INFO  metric drt_first_pass_iters = 3
INFO  metric maxClockFrequency = approximately 540 MHz
INFO  metric global_route_wire_length_before_repair = 993 um
INFO  metric drive_above_1_share = 0.391
INFO  metric route.antenna.remaining_nets = 0
INFO  metric core-area = 3420 sq um
INFO  metric unrepaired_setup_endpoints_after_global_routing = false
INFO  metric count_of_clock_net_buffers_in_the_final_layout = 0
INFO  metric p_leak = between 0.15 and 0.2 nW
INFO  metric critical_path.startpoint_type = primary input
INFO  metric critical_path.endpoint_type = output port
INFO  metric die_w = 80 um
INFO  metric dp_hpwl = 559 um
INFO  metric netlist_instances = 30
INFO  metric synthesis.area_per_instance = ~6 sq um
INFO  metric flop_count = 0
INFO  metric cp.arrival = ~1.5 ns
INFO  metric post-place-cells = ~90
INFO  metric ys_chip_area = 183 sq um
-- critical path: cells and delay by family --
kind	cells	cell delay, ns
buffers and inverters	3	0.84
AOI/OAI and AO/OA	1	0.25
-- cell type report --
class	instances	area, sq um
fillers	402	3030
inverters	2	7.51
multi-input cells	24	151
well taps	46	57.6
repair buffers	20	174
-- what timing repair did --
item / in CTS / in global routing
hold endpoints to repair: 0 / 0
buffers inserted: 0 / 1
resized: 16 / 5
endpoints found under the setup margin: 7 / 3
pin swaps: 2 / 2
-- Yosys cell counts --
| cell | number | share of area |
|---|---|---|
| sky130_fd_sc_hd__o22a_2 | 1 | 0.055 |
| sky130_fd_sc_hd__o32a_1 | 1 | 0.055 |
| sky130_fd_sc_hd__buf_4 | 4 | 0.16 |
| sky130_fd_sc_hd__inv_1 | 2 | 0.041 |
| sky130_fd_sc_hd__o21ai_1 | 1 | 0.027 |
| sky130_fd_sc_hd__nor2_1 | 3 | 0.062 |
| sky130_fd_sc_hd__xor2_1 | 1 | 0.048 |
| sky130_fd_sc_hd__nor3_1 | 1 | 0.027 |
| sky130_fd_sc_hd__nand2_1 | 2 | 0.041 |
| sky130_fd_sc_hd__nand3_1 | 1 | 0.027 |
| sky130_fd_sc_hd__conb_1 | 2 | 0.041 |
| sky130_fd_sc_hd__buf_6 | 1 | 0.062 |
| sky130_fd_sc_hd__and2_4 | 1 | 0.048 |
| sky130_fd_sc_hd__nor2b_1 | 1 | 0.034 |
| sky130_fd_sc_hd__a211o_1 | 1 | 0.048 |
| sky130_fd_sc_hd__buf_2 | 1 | 0.027 |
| sky130_fd_sc_hd__o21ai_0 | 2 | 0.055 |
| sky130_fd_sc_hd__a22oi_1 | 1 | 0.041 |
| sky130_fd_sc_hd__o211ai_1 | 1 | 0.041 |
| sky130_fd_sc_hd__a21oi_1 | 2 | 0.055 |
-- stage by stage --
| stage | utilization | worst slack [ns] | total power [mW] | TNS, ns | cell area [sq um] |
|---|---|---|---|---|---|
| floorplan | - | 0.589 | 0.0313 | 0 | 190 |
| global placement | 0.109 | -0.305 | 0.0787 | -2.02 | 372 |
| detailed placement | 0.109 | -0.314 | 0.0785 | -2.05 | 372 |
| CTS | 0.111 | 0.00223 | 0.0762 | 0 | 380 |
| global route | 0.114 | 0.0101 | 0.0862 | 0 | 390 |
| finish | 0.114 | 0.0606 | 0.0772 | 0 | 390 |
-- kinds of logic after synthesis --
| family | synth area share |
|---|---|
| compound gates | 0.377 |
| simple gates | 0.240 |
| buf+inv | 0.295 |
| other cells | 0.0411 |
| xor+xnor | 0.0480 |
-- where the power goes --
part	internal (mW)	switching (mW)	total (mW)
clock	0	0	0
sequential	0	0	0
combinational	0.0496	0.0276	0.0772
-- path summary, 6_finish.rpt --
kind	startpoint	to	slack, ns	cells after the start
worst max-delay path	x	e	0.06	4
worst min-delay path	y	g	1.21	5
-- placed cells by master (no fill, tap or decap) --
master	synthesis	routed
sky130_fd_sc_hd__a211o_1	1	1
sky130_fd_sc_hd__a21oi_1	2	2
sky130_fd_sc_hd__a22oi_1	1	1
sky130_fd_sc_hd__and2_4	1	1
sky130_fd_sc_hd__buf_2	1	1
sky130_fd_sc_hd__buf_4	4	8
sky130_fd_sc_hd__buf_6	1	1
sky130_fd_sc_hd__clkbuf_2	0	1
sky130_fd_sc_hd__clkdlybuf4s15_2	0	2
sky130_fd_sc_hd__clkdlybuf4s50_1	0	4
sky130_fd_sc_hd__conb_1	2	4
sky130_fd_sc_hd__dlygate4sd2_1	0	2
sky130_fd_sc_hd__dlymetal6s2s_1	0	1
sky130_fd_sc_hd__inv_1	2	2
sky130_fd_sc_hd__nand2_1	2	2
sky130_fd_sc_hd__nand3_1	1	1
sky130_fd_sc_hd__nor2_1	3	3
sky130_fd_sc_hd__nor2b_2	0	1
sky130_fd_sc_hd__nor3_2	0	1
sky130_fd_sc_hd__o211ai_1	1	1
sky130_fd_sc_hd__o21ai_0	2	1
sky130_fd_sc_hd__o21ai_1	1	2
sky130_fd_sc_hd__o22a_2	1	1
sky130_fd_sc_hd__o32a_1	1	1
sky130_fd_sc_hd__xor2_2	0	1
-- per-layer routing --
layer | up-vias | wire length [um] | global-route usage
li1 | 126 | - | -
met1 | 107 | 255 | 0.0198
met2 | 9 | 291 | 0.0329
met3 | 0 | 99 | 0.00795
met4 | 0 | 0 | 0
met5 | - | 0 | 0
No activity file was given, so power comes from the tool's default toggle rates.
